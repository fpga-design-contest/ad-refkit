## flow/run.sh

```bash
#!/bin/bash
# OpenROAD 26Q1-2900-gdf79404cd8, Yosys 0.63+post, stock flow scripts
make -C /OpenROAD-flow-scripts/flow DESIGN_CONFIG=/design/flow/config.mk WORK_HOME=/design/flow/orfs finish
```

## flow/config.mk

```make
export PLATFORM = sky130hd
export DESIGN_NAME = motor_ctrl
export DESIGN_NICKNAME = motor_ctrl
export VERILOG_FILES = /design/flow/design.v
export SDC_FILE = /design/flow/constraint.sdc
export NUM_CORES = 4
export LEC_CHECK = 1
export CORE_UTILIZATION = 30
```

## flow/constraint.sdc

```tcl
current_design motor_ctrl

set clk_period 23.3
set clk_io_pct 0.2

create_clock -name clk0 -period $clk_period [get_ports {clk}]

set non_clock_inputs [all_inputs -no_clocks]
set_input_delay [expr $clk_period * $clk_io_pct] -clock clk0 $non_clock_inputs
set_output_delay [expr $clk_period * $clk_io_pct] -clock clk0 [all_outputs]
```

## flow/design.v

```verilog
module motor_ctrl
  #(parameter
    CLK_FREQ = 100_000_000,
    localparam
    BAND_WIDTH         = 32,
    ONE_ROTATION_PULSE = 630,  
    SAMPLING_RATE      = 100,  
    PWM_PERIOD         = 40,   
    PWM_PERIOD_CYCLE   = (CLK_FREQ / 100_000) * PWM_PERIOD)
   (output logic                  pwm,
    output logic                  dir,
    output logic [BAND_WIDTH-1:0] pulse_width,
    output logic [BAND_WIDTH-1:0] rot_cnt,
    input  logic [31:0]           target_rot_v,
    input  logic [31:0]           p_gain,
    input  logic                  sa,
    input  logic                  sb,
    input  logic                  clk,
    input  logic                  rstn);
   logic [BAND_WIDTH-1:0] pwm_pulse_width;
   logic [BAND_WIDTH-1:0] p_gain;
   pwm_generator #(.BAND_WIDTH(BAND_WIDTH),
                   .PWM_PERIOD_CYCLE(PWM_PERIOD_CYCLE))
   pwm_gen_inst(.width(pwm_pulse_width),
                .pwm(pwm),
                .clk(clk),
                .rstn(rstn));
   rot_encoder #(.BAND_WIDTH(BAND_WIDTH))
   rot_encoder_inst(.sa(sa),
                    .sb(sb),
                    .count(rot_cnt),
                    .clk(clk),
                    .rstn(rstn));
   p_controller #(.BAND_WIDTH(BAND_WIDTH),
                  .CLK_FREQ(CLK_FREQ),
                  .ONE_ROTATION_PULSE(ONE_ROTATION_PULSE),
                  .SAMPLING_RATE(SAMPLING_RATE))
   p_ctrl_inst(.target_rot_v(target_rot_v),
               .p_gain(p_gain),
               .rot_cnt(rot_cnt),
               .pulse_width(pulse_width),
               .clk(clk),
               .rstn(rstn));
   always_comb begin
      dir             = pulse_width[31:31] ? 1'b1 : 1'b0;
      pwm_pulse_width = pulse_width[31:31] ? ~pulse_width : pulse_width;
   end
endmodule
module p_controller
  #(parameter
    BAND_WIDTH         = 32,
    CLK_FREQ           = 100_000_000,
    ONE_ROTATION_PULSE = 630,  
    SAMPLING_RATE      = 100,  
    localparam
    PI_FIXED           = 804,  
    RESOLUTION         = 2 * PI_FIXED * SAMPLING_RATE / ONE_ROTATION_PULSE,
    UPDATE_INTERVAL    = CLK_FREQ / SAMPLING_RATE)
   (input  logic [31:0]           target_rot_v,
    input  logic [31:0]           p_gain,
    input  logic [31:0]           rot_cnt,
    output logic [BAND_WIDTH-1:0] pulse_width,
    input  logic                  clk,
    input  logic                  rstn);
   typedef enum logic [1:0] {STT_GET_ERROR,
                             STT_CALC_TERM,
                             STT_CALC_PULSE,
                             STT_WAIT} p_statetype;
   p_statetype  p_state;
   logic [31:0] cnt_r;
   logic        update_flag;
   logic [31:0] rot_cnt_r;
   logic signed [BAND_WIDTH*2-1:0] pulse_width_r, pulse_width_w;
   logic signed [BAND_WIDTH*2-1:0] rotate_samp_cnt_r;
   logic signed [BAND_WIDTH*2-1:0] error_w;
   logic signed [BAND_WIDTH*2-1:0] error_r, p_error_r;
   logic signed [BAND_WIDTH*2-1:0] p_term_r;
   logic signed [BAND_WIDTH*2-1:0] p_term_w;
   logic [31:0] p_gain_r;
   always_comb begin
      update_flag   = (cnt_r == UPDATE_INTERVAL) ? 1 : 0;
      error_w       = $signed(target_rot_v) - (rotate_samp_cnt_r * $signed(RESOLUTION));
      p_term_w      = ($signed(p_gain_r) * error_r);
      pulse_width_w = pulse_width_r + p_term_r;
      pulse_width   = pulse_width_r;
   end
   always_ff @(posedge clk) begin
      if(!rstn) begin
         p_state           <= STT_WAIT;
         cnt_r             <= 0;
         pulse_width_r     <= 0;
         rotate_samp_cnt_r <= 0;
         rot_cnt_r         <= 0;
         error_r           <= 0;
         p_error_r         <= 0;
         p_term_r          <= 0;
      end
      else begin
         p_gain_r <= p_gain;
         if(update_flag) begin
            cnt_r <= 0;
         end
         else begin
            cnt_r <= cnt_r + 1;
         end
         case(p_state)
           STT_GET_ERROR: begin
              p_error_r <= error_r;
              error_r   <= error_w;
              p_state <= STT_CALC_TERM;
           end
           STT_CALC_TERM: begin
              p_term_r <= p_term_w >>> 16;
              p_state  <= STT_CALC_PULSE;
           end
           STT_CALC_PULSE: begin
              pulse_width_r <= (target_rot_v != 0) ? pulse_width_w : 0;
              p_state       <= STT_WAIT;
           end
           STT_WAIT: begin
              if(update_flag) begin
                 rotate_samp_cnt_r <= $signed(rot_cnt) - $signed(rot_cnt_r);
                 rot_cnt_r         <= rot_cnt;
                 p_state           <= STT_GET_ERROR;
              end
           end
         endcase
      end
   end
endmodule
module pwm_generator
  #(parameter
    BAND_WIDTH       = 32,
    PWM_PERIOD_CYCLE = 1000)
   (input logic [BAND_WIDTH-1:0] width,
    output logic                 pwm,
    input logic                  clk,
    input logic                  rstn);
   logic [BAND_WIDTH-1:0]        count_r;
   always_comb begin
      pwm = (count_r < width) ? 1 : 0;
   end
   always_ff @(posedge clk) begin
      if(!rstn) begin
         count_r <= 0;
      end
      else if(count_r < PWM_PERIOD_CYCLE) begin
         count_r <= count_r + 1;
      end
      else begin
         count_r <= 0;
      end
   end
endmodule
module rot_encoder
  #(parameter
    BAND_WIDTH = 32)
   (input logic                   sa,
    input logic                   sb,
    output logic [BAND_WIDTH-1:0] count,
    input logic                   clk,
    input logic                   rstn);
   logic [BAND_WIDTH-1:0]         count_r;
   logic [3:0]                    patern;
   logic [1:0]                    sa_q, sb_q;
   always_comb begin
      count  = count_r;
      patern = {sa_q[1], sb_q[1], sa_q[0], sb_q[0]};
   end
   always_ff @(posedge clk) begin
      if(!rstn) begin
         count_r <= 0;
         sa_q    <= 0;
         sb_q    <= 0;
      end
      else begin
         sa_q[1] <= sa_q[0];
         sb_q[1] <= sb_q[0];
         sa_q[0] <= sa;
         sb_q[0] <= sb;
         case(patern)
           4'b0010: count_r <= count_r + 1;
           4'b1011: count_r <= count_r + 1;
           4'b1101: count_r <= count_r + 1;
           4'b0100: count_r <= count_r + 1;
           4'b0001: count_r <= count_r - 1;
           4'b0111: count_r <= count_r - 1;
           4'b1110: count_r <= count_r - 1;
           4'b1000: count_r <= count_r - 1;
           default: count_r <= count_r;
         endcase
      end
   end
endmodule
```

==> results.py <==
# Flow results
metrics = {
    "routing": {
        "first_pass_iters": 5,
        "drtIter0Drc": 1715,
        "via_per_inst": 4.70,
        "num_vias": 39600,
        "drc": 0,
        "wl_per_cell_um": 17.0,
        "drt_wl_total_um": 144000,
        "antenna_left": 0,
    },
    "pwr": {
        "p_per_area_nw_per_um2": 26.5,
        "power_frac_seq_pct": 36.0,
        "sw_frac_of_total_pct": 31.8,
        "p_int_mw": 1.09,
        "p_sw_uw": 509,
        "max-vdd-ir-drop_mv": 0.0440,
        "clockPowerShare_pct": 39.7,
        "leakagePower_nw": 27.7,
        "comb_power_share_pct": 24.3,
    },
    "yosys": {
        "syn-instance-count": 6033,
        "yosysWarnings": 4,
        "ys_seq_share_pct": 12.0,
        "netlist_area_um2": 55000,
        "async_flop_share_pct": 0,
        "ys_types": 89,
        "ys_area_um2": 55000,
        "synth_flops": 313,
        "enable_flop_cells": 32,
        "ff_type": "dfxtp_1",
        "yosys_cells": 6033,
        "avgSynthCellArea_um2": 9.11,
    },
    "final_timing": {
        "fin_crit_sh_pct": 39.6,
        "hold_violations": 0,
        "max_freq_mhz": 108,
        "relSlewSlack_pct": 40.9,
        "drv_slew": 0,
        "fin_setup_tns_ps": 0,
        "fin_worst_skew_ps": 22.8,
        "rsz0062_at_grt": "no",
        "setup_viol": 0,
        "worst_pin_slew_ps": 886,
        "fin_crit_ps": 9230,
        "setup_ws_ps": 14070,
    },
    "global_route": {
        "antenna_found_initial": 4,
        "grt_pass1_vias": 42300,
        "grt_pass1_wl_um": 233000,
        "grt_max_degree": 66,
        "grt_usage_pct": 16.7,
        "overflow": 0,
    },
    "layout": {
        "drive_above_1_share_pct": 3.48,
        "logic_area_um2": 43100,
        "area_growth_pct": 9.70,
        "num-fill-cells": 18100,
        "seqCellArea_um2": 6590,
    },
    "cts": {
        "post-cts-setup-buffers": 0,
        "cts_root_buffer": "clkbuf_16",
        "path_clk_slew_ps": 60,
        "numClockSinks": 313,
        "ctsHoldBuffers": 0,
        "tritoncts": "yes",
        "htree_levels": 2,
        "insertion_delay_ps": 600,
        "clk_path_buf_depth": 3,
        "cts_inserted_buffers": 37,
        "postCtsResizedCells": 0,
    },
    "placement": {
        "place_ws_ps": 13480,
        "dpl.hpwl_um": 112000,
        "gp_congestion": 0.923,
        "numPortBuffers": 133,
    },
    "outcome": {
        "outcome": "complete, no violations",
    },
    "critical_path": {
        "crit_path_end_kind": "flop",
        "arrival_ps": 9680,
        "worst_ep_required_time_ps": 23750,
        "max_stage_delay_ps": 590,
        "crit_type": "input port to flop",
        "start_kind": "input port",
        "cpMaxStageDelayCell": "clkdlybuf4s50_1",
        "path_cells": "clkdlybuf4s50_1 > inv_1 > fa_1 > ha_1 > inv_1 > fa_1 > inv_1 > fa_1 > nand2b_1 > a21oi_1 > o41a_1 > a41o_1 > o2111ai_1 > a21oi_2 > a41oi_2 > or3_1 > a221oi_1 > nor3_1",
        "worstPathMaxFanout": 4,
    },
    "floorplanning": {
        "fp.dieH_um": 430,
        "ios": 134,
        "die_w_um": 430,
        "rows": 156,
        "die_area_um2": 185000,
        "fp_util_pct": 30.3,
        "coreArea_um2": 181000,
    },
    "flow_run": {
        "warnings": 40,
        "maxCapViolations": 0,
    },
    "min_path": {
        "hold_path.class": "flop to flop",
    },
}
-- worst max-delay path, delay by kind of cell --
kind / cells / cell delay, ps
buffers and inverters: 4 / 860
adder cells (fa/ha/maj): 4 / 1670
AND-OR/OR-AND: 7 / 1790
AND/OR/NAND/NOR: 3 / 710
-- path summary, 6_finish.rpt --
check	depth (start not counted)	endpoint	from	slack, ps
setup / recovery	18	p_ctrl_inst.error_r[46]	target_rot_v[3]	14070
hold / removal	2	p_ctrl_inst.rot_cnt_r[25]	p_ctrl_inst.rot_cnt_r[25]	450
setup reg to reg	22	p_ctrl_inst.p_term_r[29]	p_ctrl_inst.p_gain_r[3]	14790
hold reg to reg	2	p_ctrl_inst.rot_cnt_r[25]	p_ctrl_inst.rot_cnt_r[25]	450
-- per-layer routing --
layer  wire (um)  track usage, %  vias up
li1            -               -    18600
met1       56600            21.1    19600
met2       71600            28.0     1214
met3       10100            5.13      254
met4        5250            4.82        6
met5          40           0.234        -
-- final cells by class --
class / instances / share of cell area (%)
flip-flops and latches: 313 / 10.9
clock buffers: 48 / 1.75
repair buffers: 224 / 3.34
diodes: 3 / 0.0125
well taps: 2370 / 4.92
multi-input cells: 4315 / 71.5
clock inverters: 20 / 0.477
inverters: 1136 / 7.08
-- power by group through the flow --
stage / Sequential [mW] / Combinational (mW) / Clock, mW
5_1_grt: 0.577 / 0.431 / 0.675
6_report: 0.575 / 0.388 / 0.634
4_1_cts: 0.576 / 0.390 / 0.658
-- cells in the mapped netlist (all sizes together), types with 87 or more instances --
| cell | instances | share of area (%) |
|---|---|---|
| fa | 1095 | 40 |
| dfxtp | 281 | 10 |
| ha | 408 | 9.3 |
| nand2 | 842 | 5.8 |
| xor2 | 87 | 1.4 |
| nor2 | 205 | 1.4 |
| xnor2 | 175 | 2.8 |
| clkbuf | 269 | 1.8 |
| and2 | 455 | 5.2 |
| inv | 1135 | 7.8 |
| o21ai | 96 | 0.87 |
| a21oi | 219 | 2.0 |
-- state kept, by name, summed over array words and instances (netlist names) --
name / cells
p_ctrl_inst.error_r: 48
p_ctrl_inst.p_term_r: 32
rot_encoder_inst.sa_q: 2
p_ctrl_inst.rot_cnt_r: 32
p_ctrl_inst.p_state: 4
p_ctrl_inst.cnt_r: 32
pwm_gen_inst.count_r: 32
p_ctrl_inst.p_gain_r: 32
p_ctrl_inst.rotate_samp_cnt_r: 33
p_ctrl_inst.pulse_width_r: 32
rot_encoder_inst.count_r: 32
rot_encoder_inst.sb_q: 2
-- cells in the final DEF, fill, tap and decap left out, drive strengths merged, types with 22 or more instances in the layout --
cell type	synthesis	final
a211oi	42	42
a21o	82	82
a21oi	219	219
a22o	28	28
and2	455	455
buf	15	92
clkbuf	269	48
clkdlybuf4s50	0	132
dfxtp	281	281
edfxtp	32	32
fa	1095	1095
ha	408	408
inv	1135	1136
mux2i	51	51
nand2	842	842
nand2b	35	35
nand3	68	68
nand4	50	50
nor2	205	205
nor2b	24	24
nor3	22	22
nor4	22	22
o211ai	23	23
o21a	36	36
o21ai	96	96
or3	22	22
xnor2	175	175
xor2	87	87
-- kinds of logic (layout without fill, tap and decap cells) --
kind of cell	after synthesis	in the layout	synth area share, %
flops	313	313	12.0
mux	51	51	0.929
xor+xnor	262	262	4.18
simple gates	1813	1813	15.9
other cells	1	19	0.00682
buf+inv	1420	1428	9.71
fa+ha+maj	1503	1503	49.2
compound gates	670	670	8.13
-- stage by stage --
stage / total power [mW] / instance area [um2] / util (%) / instances / hold slack, ps
4_1_cts: 1.62 / 60300 / 33.2 / 8426 / 455
3_3_place_gp: 0.974 / 58900 / 32.5 / 8358 / 442
5_1_grt: 1.68 / 60300 / 33.3 / 8429 / 471
6_report: 1.60 / 60300 / 33.3 / 8429 / 453
3_5_place_dp: 0.975 / 58900 / 32.5 / 8358 / 447
2_1_floorplan: 0.839 / 55000 / - / 6048 / 429
No activity file was given, so power comes from the tool's default toggle rates.
