**design/flow/design.v**
```verilog
`default_nettype none
module HEX2OLED_module
  (dbg_tl,dbg_tr,dbg_bl,dbg_br,txd,clk,rstn);
   input    wire [31:0] dbg_tl,dbg_tr,dbg_bl,dbg_br;
   output   wire txd;
   input    wire clk,rstn;
   parameter CLK_FREQ = 100_000_000;
   parameter PULSEW   = CLK_FREQ / 9600;
   parameter PULSEW2  = PULSEW / 2;
   reg [7:0] txch_r=0;
   reg       txchv_r=0;
   wire      txchw;
   defparam  uart0tx.PULSEW  =PULSEW;
   defparam  uart0tx.PULSEW2 =PULSEW2;
   UART_TX_module uart0tx(txch_r,txchv_r,txchw,txd,clk,rstn);
   function [7:0] bit4char;
      input [3:0] vec;
      case (vec)
        4'h0: bit4char=8'h30;
        4'h1: bit4char=8'h31;
        4'h2: bit4char=8'h32;
        4'h3: bit4char=8'h33;
        4'h4: bit4char=8'h34;
        4'h5: bit4char=8'h35;
        4'h6: bit4char=8'h36;
        4'h7: bit4char=8'h37;
        4'h8: bit4char=8'h38;
        4'h9: bit4char=8'h39;
        4'ha: bit4char=8'h41;
        4'hb: bit4char=8'h42;
        4'hc: bit4char=8'h43;
        4'hd: bit4char=8'h44;
        4'he: bit4char=8'h45;
        4'hf: bit4char=8'h46;
        default: bit4char=0;
      endcase
   endfunction
   reg [5:0]      count=0;
   reg [127:0]    shiftbuf=0;
   reg [15:0]     delay=0;
   always @(posedge clk)
     if (rstn==0) begin
        count<=0;
        txch_r<=0;
        txchv_r<=0;
        delay<=16'hffff;
     end else if (txchw==1) begin
     end else if (count==38) begin
        txch_r<=8'h1b;  
        txchv_r<=1;
        count<=count-1;
     end else if (count==37) begin
        txch_r<=8'h47;  
        txchv_r<=1;
        count<=count-1;
     end else if (count==36) begin
        txch_r<=8'h40;  
        txchv_r<=1;
        count<=count-1;
     end else if (count==35) begin
        txch_r<=8'h40;  
        txchv_r<=1;
        count<=count-1;
     end else if (count==34) begin
        txchv_r<=0;
        if (delay==0) count<=count-1;
        delay<=delay-1;
     end else if (count==33) begin
        txchv_r<=0;
        if (delay==0) count<=count-1;
        delay<=delay-1;
     end else if (count<=32 && count>0) begin
        shiftbuf<={shiftbuf[123:0],4'b0};
        txch_r<=bit4char(shiftbuf[127:124]);
        txchv_r<=1;
        count<=count-1;
     end else if (count==0) begin
        shiftbuf<={dbg_tl,dbg_tr,dbg_bl,dbg_br};
        txch_r<=0;
        txchv_r<=0;
        count<=38;
     end else begin
        count<=0;
        txch_r<=0;
        txchv_r<=0;
        delay<=16'hffff;
     end
endmodule
`default_nettype wire
module UART_RX_module(uarti,datao,valido,waito,clk,xsrst);
   parameter PULSEW  = 434;
   parameter PULSEW2 = 217;
   parameter STT_WAIT = 9;
   parameter STT_STRT =10;
   parameter STT_RCV0 = 0;
   parameter STT_RCV1 = 1;
   parameter STT_RCV2 = 2;
   parameter STT_RCV3 = 3;
   parameter STT_RCV4 = 4;
   parameter STT_RCV5 = 5;
   parameter STT_RCV6 = 6;
   parameter STT_RCV7 = 7;
   parameter STT_STOP = 8;
   input        uarti;
   output [7:0] datao;
   output   valido;
   input    waito;
   input    clk,xsrst;
   reg [7:0]    datai_reg=0;
   reg [7:0]    datao_reg=0;
   reg      valido_reg=0;
   assign   datao = datao_reg;
   assign   valido = valido_reg;
   function majority5(input [4:0] d);
      case (d)
    5'b00000: majority5=0;
    5'b00001: majority5=0;
    5'b00010: majority5=0;
    5'b00100: majority5=0;
    5'b01000: majority5=0;
    5'b10000: majority5=0;
    5'b00011: majority5=0;
    5'b00101: majority5=0;
    5'b01001: majority5=0;
    5'b10001: majority5=0;
    5'b00110: majority5=0;
    5'b01010: majority5=0;
    5'b10010: majority5=0;
    5'b01100: majority5=0;
    5'b10100: majority5=0;
    5'b11000: majority5=0;
    default:  majority5=1;
      endcase
   endfunction
   reg [1:0]    count=0;
   reg [4:0]    uartiq=5'b11111;
   reg      uarti2=1;
   always @(posedge clk)
     if (!xsrst) begin
    count<=0;
    uartiq<=5'b11111;
     end else begin
    if (count==0) begin
       uartiq<={uarti,uartiq[4:1]};
    end
    uarti2<=majority5(uartiq);
    count<=count+1;
     end
   reg [15:0]   counter=0;
   reg [3:0]    state=STT_WAIT;
   wire     rx_done;
   assign   rx_done = (state==STT_STOP) && (counter==0);
   always @(posedge clk)
     if (!xsrst) begin
    state<=STT_WAIT;
    counter<=0;
    datai_reg<=0;
     end else
       case (state)
     STT_WAIT:
       if (uarti2==0) begin
          counter<=PULSEW+PULSEW2;  
          state<=STT_RCV0;
       end
     STT_RCV0:
       if (counter>0) begin
          counter<=counter-1;
       end else begin
          datai_reg<={uarti2,datai_reg[7:1]};
          counter<=PULSEW;
          state<=STT_RCV1;
       end
     STT_RCV1:
       if (counter>0) begin
          counter<=counter-1;
       end else begin
          datai_reg<={uarti2,datai_reg[7:1]};
          counter<=PULSEW;
          state<=STT_RCV2;
       end
     STT_RCV2:
       if (counter>0) begin
          counter<=counter-1;
       end else begin
          datai_reg<={uarti2,datai_reg[7:1]};
          counter<=PULSEW;
          state<=STT_RCV3;
       end
     STT_RCV3:
       if (counter>0) begin
          counter<=counter-1;
       end else begin
          datai_reg<={uarti2,datai_reg[7:1]};
          counter<=PULSEW;
          state<=STT_RCV4;
       end
     STT_RCV4:
       if (counter>0) begin
          counter<=counter-1;
       end else begin
          datai_reg<={uarti2,datai_reg[7:1]};
          counter<=PULSEW;
          state<=STT_RCV5;
       end
     STT_RCV5:
       if (counter>0) begin
          counter<=counter-1;
       end else begin
          datai_reg<={uarti2,datai_reg[7:1]};
          counter<=PULSEW;
          state<=STT_RCV6;
       end
     STT_RCV6:
       if (counter>0) begin
          counter<=counter-1;
       end else begin
          datai_reg<={uarti2,datai_reg[7:1]};
          counter<=PULSEW;
          state<=STT_RCV7;
       end
     STT_RCV7:
       if (counter>0) begin
          counter<=counter-1;
       end else begin
          datai_reg<={uarti2,datai_reg[7:1]};
          counter<=PULSEW;  
          state<=STT_STOP;
       end
     STT_STOP:
       if (counter>0) begin  
          counter<=counter-1;
       end else if (uarti2) begin  
          state<=STT_WAIT;
       end
       endcase
   wire      oexec;
   assign    oexec = valido_reg & ~waito;
   always @(posedge clk)
     if (!xsrst) begin
    valido_reg<=0;
    datao_reg<=0;
     end else if (rx_done && !valido_reg) begin
    valido_reg<=1;
    datao_reg<=datai_reg;
     end else if (valido_reg && !waito) begin
    valido_reg<=0;
     end
endmodule
module UART_TX_module(datai,validi,waiti,uarto,clk,xsrst);
   parameter PULSEW  = 434;
   parameter PULSEW2 = 217;
   parameter STT_WAIT = 9;
   parameter STT_STRT =10;
   parameter STT_SND0 = 0;
   parameter STT_SND1 = 1;
   parameter STT_SND2 = 2;
   parameter STT_SND3 = 3;
   parameter STT_SND4 = 4;
   parameter STT_SND5 = 5;
   parameter STT_SND6 = 6;
   parameter STT_SND7 = 7;
   parameter STT_STOP = 8;
   input [7:0] datai;
   input       validi;
   output      waiti;
   output      uarto;
   input       clk,xsrst;
   reg [7:0]   data=0;
   reg         waiti_reg=0;
   reg         uarto_reg=1;
   assign      waiti = waiti_reg;
   assign      uarto = uarto_reg;
   reg [15:0]  counter=0;
   reg [3:0]   state=STT_WAIT;
   always @(posedge clk)
     if (!xsrst) begin
    state<=STT_WAIT;
    counter<=0;
    uarto_reg<=1;
    waiti_reg<=1;
     end else
       case (state)
     STT_WAIT:
       if (counter>0) begin  
          counter<=counter-1;
       end else if (waiti_reg) begin  
          waiti_reg<=0;
       end else if (validi) begin  
          data<=datai;
          waiti_reg<=1;
          uarto_reg<=0;  
          counter<=PULSEW;
          state<=STT_SND0;
       end
     STT_SND0:
       if (counter>0) begin
          counter<=counter-1;
       end else begin
          data<={1'b0,data[7:1]};
          uarto_reg<=data[0];
          counter<=PULSEW;
          state<=STT_SND1;
       end
     STT_SND1:
       if (counter>0) begin
          counter<=counter-1;
       end else begin
          data<={1'b0,data[7:1]};
          uarto_reg<=data[0];
          counter<=PULSEW;
          state<=STT_SND2;
       end
     STT_SND2:
       if (counter>0) begin
          counter<=counter-1;
       end else begin
          data<={1'b0,data[7:1]};
          uarto_reg<=data[0];
          counter<=PULSEW;
          state<=STT_SND3;
       end
     STT_SND3:
       if (counter>0) begin
          counter<=counter-1;
       end else begin
          data<={1'b0,data[7:1]};
          uarto_reg<=data[0];
          counter<=PULSEW;
          state<=STT_SND4;
       end
     STT_SND4:
       if (counter>0) begin
          counter<=counter-1;
       end else begin
          data<={1'b0,data[7:1]};
          uarto_reg<=data[0];
          counter<=PULSEW;
          state<=STT_SND5;
       end
     STT_SND5:
       if (counter>0) begin
          counter<=counter-1;
       end else begin
          data<={1'b0,data[7:1]};
          uarto_reg<=data[0];
          counter<=PULSEW;
          state<=STT_SND6;
       end
     STT_SND6:
       if (counter>0) begin
          counter<=counter-1;
       end else begin
          data<={1'b0,data[7:1]};
          uarto_reg<=data[0];
          counter<=PULSEW;
          state<=STT_SND7;
       end
     STT_SND7:
       if (counter>0) begin
          counter<=counter-1;
       end else begin
          data<={1'b0,data[7:1]};
          uarto_reg<=data[0];
          counter<=PULSEW;
          state<=STT_STOP;
       end
     STT_STOP:
       if (counter>0) begin
          counter<=counter-1;
       end else begin
          uarto_reg<=1;  
          counter<=PULSEW+PULSEW2;  
          state<=STT_WAIT;
       end
       endcase
endmodule
```
**design/flow/run.sh**
```bash
#!/bin/bash
# OpenROAD 26Q1-2900-gdf79404cd8, Yosys 0.63+post, stock flow scripts
make -C /OpenROAD-flow-scripts/flow DESIGN_CONFIG=/design/flow/config.mk WORK_HOME=/design/flow/orfs finish
```
**design/flow/constraint.sdc**
```tcl
current_design HEX2OLED_module

set clk_period 9.2
set clk_io_pct 0.2

create_clock -name clk0 -period $clk_period [get_ports {clk}]

set non_clock_inputs [all_inputs -no_clocks]
set_input_delay [expr $clk_period * $clk_io_pct] -clock clk0 $non_clock_inputs
set_output_delay [expr $clk_period * $clk_io_pct] -clock clk0 [all_outputs]
```
**design/flow/config.mk**
```make
export PLATFORM = sky130hd
export DESIGN_NAME = HEX2OLED_module
export DESIGN_NICKNAME = HEX2OLED_module
export VERILOG_FILES = /design/flow/design.v
export SDC_FILE = /design/flow/constraint.sdc
export NUM_CORES = 4
export LEC_CHECK = 1
export CORE_UTILIZATION = 40
```
==> summary.txt <==
Implementation run completed; key figures follow.

Clock tree:
- The run gives the TritonCTS sink count as 187.
- In this run, post-CTS hold repair placed 0 buffers.
- The run gives the CTS tree as built.
- The run gives the clock insertion delay at the later pin of the skew report as 0.43 ns.
- The longest clock path from root to sink contains 2 buffers.
- Counting the buffers created by CTS gives 17.
- The run puts the number of cells upsized or downsized after cts at 0.
- Looking at the clock tree report, the root buffer type is clkbuf_16.
- On the worst setup and hold paths after CTS, the clock-pin slew comes to 0.07 ns.
- The run puts the number of levels in the clock H-tree at 4.
- The run gives the number of buffers added for setup after CTS as 0.

Worst setup path:
- The worst setup path is captured at a flop.
- The run puts the cell depth of the worst flop-to-flop path at 9.
- The signal on the critical path passes through clkdlybuf4s50_1 -> buf_4 -> clkinv_1 -> nor3_4 -> buf_12.
- On the critical path the data arrives at 4.03 ns.
- Per the timing report, the biggest fanout along the worst path comes to 128.
- For reference, the most critical setup path is categorized as in -> reg.
- The worst setup path is launched from an input pin.
- The run gives the flop-to-flop setup slack as 6.04 ns.
- The run gives the standard cell with the maximum stage delay on the critical path as clkinv_1.
- The run gives the critical path required time as 9.26 ns.
- The longest incremental delay of any stage on the critical path is reported as 0.50 ns.

Global route:
- The run gives the remaining global-route overflow as 0.
- The run gives the pin count of the biggest net entering global routing as 129.
- The run gives the total routing resource utilization after global routing as 0.1749.
- The run gives the number of antenna violations at the first check in global routing as 0.
- The run gives the global-route wire length before repair as 29240 µm.
- The run gives the via count of the first global-routing pass as 5942.

Logic synthesis:
- The cell-mix breakdown from Yosys lists the adder-cell area share as 0.01459.
- The run puts the netlist area before placement at 0.008573 mm².
- Of the total synthesized cell area, the portion taken by XOR and XNOR cells is 0.009194.
- Counting flops with a built-in enable in the synthesized netlist gives 135.
- The run puts the cell count in the Yosys report at 904.
- The run gives the predominant post-synthesis flop cell as edfxtp_1.
- The run puts the summed standard-cell area reported by yosys at 0.008573 mm².
- The run puts the mean post-synth cell area at 9.484 µm².
- The run gives the share of synthesized registers carrying an async set or reset as 0.
- The run puts the sequential element share of the synthesized area at 0.5943.
- The run puts the number of warnings printed during yosys synthesis at 2.
- The run gives the area fraction in compound gates after synthesis as 0.08654.
- The run puts the synthesized instance count at 904.
- Synthesis inferred 187 register bits.
- Measured against the total synthesized area, the mux share comes to 0.01022.
- The run puts the count of unique library cells instantiated by Yosys at 64.
- The run puts the simple logic cell fraction of the synthesized area at 0.2558.
- The run gives the largest non-sequential cell family by area as simple AND/OR/NAND/NOR gates.

Final layout:
- The largest register by flop count is shiftbuf.
- The run puts the share of cells above drive strength 1 at 0.06037.
- The largest registers in the layout are shiftbuf x128, delay x16, uart0tx.counter x16.
- The run gives the layout overhead on the synthesized area as 25.38%.
- The run puts the number of flip-flops under the largest register name at 128.
- The run gives the final instance area as 0.01075 mm².

Route:
- The run gives the antenna diode count as 0.
- In this run the remaining antenna-violating nets after routing total 0.
- The run puts the average routed wire per standard cell at 13.70 µm.
- After detailed routing, the total wire length is 17840 µm.
- The run puts the routed via count at 6393.
- The run gives the DRC violation count after routing as 0.
- The run gives the total iterations of the first detailed-routing run as 4.
- The run puts the violation count after the first detailed-route iteration at 363.
- For this run, the detailed router reports a per-instance via density of 4.910.

Die:
- The run puts the area of the die at 0.02202 mm².
- The run puts the core utilization at floorplan at 0.4078.
- Pin placement for this block handled 131 I/O pins.
- After floorplanning, the core was divided into 53 placement rows.
- The run puts the width of the chip at 148.4 µm.
- The run gives the floorplan die height as 148.4 µm.
- The run puts the area of the core at 0.02102 mm².

STA:
- The clock arrives with 0.01245 ns of skew.
- The run puts the slew at the pin closest to its max-slew limit at 0.8795 ns.
- The run gives the setup-violating endpoint count in the final report as 0.
- Subtracting the final worst setup slack from the clock period gives 3.974 ns.
- The run puts the normalized max-slew margin at 0.4098.
- The run gives the number of slew-limit violations in the final report as 0.
- The run gives the final-layout worst hold slack as 0.4653 ns.
- Setup repair after global routing left no endpoint under its margin.
- Of the available clock period, the critical path in the final layout requires 0.4320.
- The run puts the final-report hold violation count at 0.
- The run gives the total negative slack as 0 ns.
- Derived from the worst setup path, the maximum achievable clock frequency is 0.2516 GHz.

Power:
- For this design the static power due to leakage is 4.220 nW.
- The design draws 4.196 mW.
- The run puts the peak supply drop at 0.3036 mV.
- The run gives the power density normalized to cell area as 390.4 mW/mm².

Worst hold path:
- In this run the worst hold path is classified as reg -> reg.
- The run puts the hold-critical path depth at 2.

Outcome:
- The flow ran to the end, and the final reports show no timing, DRC or antenna violations.

Placed design:
- The count of buffers added on input and output ports is 130.
- The run puts the final weighted congestion of routability-driven global placement at 0.8866.
- The run puts the total half-perimeter wirelength after legalization and detailed placement at 11220 µm.
- The post-placement cell area is 0.01013 mm².

Run:
- The run reported a max-capacitance violation count of 0.
- Summing over the stages, the warning tally comes to 33.
worst max-delay path: cells and delay by family:
family,cells,cell delay (ns)
simple gates,1,0.36
buf+inv,4,1.69
through the flow:
stage	std cells	util	worst slack [ns]
final	1302	0.5113	5.226
after global routing	1302	0.5113	5.129
after CTS	1302	0.5113	5.248
after detailed placement	1270	0.4817	4.790
after global placement	1270	0.4817	4.797
after floorplan	904	-	1.690
report_power, final:
part | leakage (nW) | switching [mW] | internal [mW]
logic | 2.27 | 1.34 | 0.654
clock network | 0.302 | 0.350 | 0.418
registers | 1.65 | 0.102 | 1.33
cell usage in the layout, fill, tap and decap left out, types with 3 or more instances in the layout:
cell	count
or2_2	3
or4_1	8
nand3_1	9
nand2b_1	8
a31oi_1	6
edfxtp_1	135
o31ai_1	11
inv_8	6
or3_1	6
and2_1	7
nor4_1	5
nor3b_1	4
inv_1	13
clkdlybuf4s50_1	130
a21oi_1	31
nand2_1	400
o21ai_1	3
nor2b_1	4
o221a_2	3
dfxtp_1	52
nand4_1	5
nor3_1	12
nor2_1	21
o2bb2ai_1	3
buf_4	8
and3_1	3
o211ai_1	10
mux2_2	6
ha_1	10
nand3b_1	3
o21ai_0	27
xor2_1	6
clkbuf_16	17
layout make-up:
class | instances | area (µm²)
Clock buffer | 18 | 429.2
Sequential cell | 187 | 5095
Timing Repair Buffer | 139 | 1381
Tap cell | 275 | 344.1
Inverter | 14 | 52.55
Clock inverter | 14 | 193.9
Fill cell | 1848 | 10270
Multi-Input combinational cell | 655 | 3253
cells in the mapped netlist (4+ instances only):
library cell / count / area [µm²]
a21oi_1: 31 / 155.2
a31oi_1: 6 / 37.54
and2_1: 7 / 43.79
buf_1: 5 / 18.77
buf_2: 15 / 75.07
clkbuf_1: 28 / 105.1
dfxtp_1: 52 / 1041
edfxtp_1: 135 / 4054
ha_1: 10 / 125.1
inv_1: 13 / 48.80
mux2_2: 6 / 67.56
nand2_1: 400 / 1501
nand2b_1: 8 / 50.05
nand3_1: 9 / 45.04
nand4_1: 5 / 31.28
nor2_1: 21 / 78.83
nor2b_1: 5 / 31.28
nor3_1: 13 / 65.06
nor3b_1: 4 / 30.03
nor4_1: 5 / 31.28
o211ai_1: 10 / 75.07
o21ai_0: 27 / 135.1
o31ai_1: 11 / 82.58
or3_1: 6 / 37.54
or4_1: 8 / 60.06
xor2_1: 6 / 52.55
logic make-up (layout without fill, tap and decap cells):
| family | after synthesis | after routing |
|---|---|---|
| compound gates | 115 | 115 |
| xor+xnor | 9 | 9 |
| fa+ha+maj | 10 | 10 |
| buf+inv | 62 | 185 |
| flops | 187 | 187 |
| mux | 8 | 8 |
| simple gates | 513 | 513 |
metal layers:
metal,vias to the layer above,track usage,part of all wire
met2,139,0.2540,0.45
met4,0,0.01546,0.0087
li1,3329,-,-
met1,2913,0.2923,0.48
met3,12,0.04757,0.065
met5,-,0,0
path summary, 6_finish.rpt:
kind | to | start
setup / recovery | shiftbuf[122] | rstn
hold / removal | txchv_r | txchv_r
setup reg to reg | shiftbuf[81] | count[1]
hold reg to reg | txchv_r | txchv_r
No activity file was given, so power comes from the tool's default toggle rates.
